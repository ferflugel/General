## ./config.mk

```make
export PLATFORM = sky130hd
export DESIGN_NAME = part3
export DESIGN_NICKNAME = part3
export VERILOG_FILES = /design/flow/design.v
export SDC_FILE = /design/flow/constraint.sdc
export NUM_CORES = 4
export LEC_CHECK = 1
export CORE_AREA = 10 10 70 70
export DIE_AREA = 0 0 80 80
```

## ./constraint.sdc

```tcl
current_design part3

set clk_period 1.1
set clk_io_pct 0.2

create_clock -name clk0 -period $clk_period [get_ports {clock}]

set non_clock_inputs [all_inputs -no_clocks]
set_input_delay [expr $clk_period * $clk_io_pct] -clock clk0 $non_clock_inputs
set_output_delay [expr $clk_period * $clk_io_pct] -clock clk0 [all_outputs]
```

## ./design.v

```verilog
module part3(clock, reset, ParallelLoadn, RotateRight, ASRight, Data_IN, Q);
    input clock, reset, ParallelLoadn, RotateRight, ASRight;
    input [7: 0] Data_IN;
    output [7: 0] Q;
    wire ASR_result;
    multiplexer MUX(.b(Q[7]), .a(Q[0]), .s(ASRight), .out(ASR_result));
    sub_circuit C0(.left(Q[1]), .right(Q[7]), .LoadLeft(RotateRight), .D(Data_IN[0]), .LoadN(ParallelLoadn), .clk(clock), .reset(reset), .q(Q[0]));
    sub_circuit C1(.left(Q[2]), .right(Q[0]), .LoadLeft(RotateRight), .D(Data_IN[1]), .LoadN(ParallelLoadn), .clk(clock), .reset(reset), .q(Q[1]));
    sub_circuit C2(.left(Q[3]), .right(Q[1]), .LoadLeft(RotateRight), .D(Data_IN[2]), .LoadN(ParallelLoadn), .clk(clock), .reset(reset), .q(Q[2]));
    sub_circuit C3(.left(Q[4]), .right(Q[2]), .LoadLeft(RotateRight), .D(Data_IN[3]), .LoadN(ParallelLoadn), .clk(clock), .reset(reset), .q(Q[3]));
    sub_circuit C4(.left(Q[5]), .right(Q[3]), .LoadLeft(RotateRight), .D(Data_IN[4]), .LoadN(ParallelLoadn), .clk(clock), .reset(reset), .q(Q[4]));
    sub_circuit C5(.left(Q[6]), .right(Q[4]), .LoadLeft(RotateRight), .D(Data_IN[5]), .LoadN(ParallelLoadn), .clk(clock), .reset(reset), .q(Q[5]));
    sub_circuit C6(.left(Q[7]), .right(Q[5]), .LoadLeft(RotateRight), .D(Data_IN[6]), .LoadN(ParallelLoadn), .clk(clock), .reset(reset), .q(Q[6]));
    sub_circuit C7(.left(ASR_result), .right(Q[6]), .LoadLeft(RotateRight), .D(Data_IN[7]), .LoadN(ParallelLoadn), .clk(clock), .reset(reset), .q(Q[7]));
endmodule
module sub_circuit(left, right, LoadLeft, D, LoadN, clk, reset, q);
    input left, right, LoadLeft, D, LoadN, clk, reset;
    output q;
    wire mux1_output, mux2_output;
    multiplexer MUX1(.a(right), .b(left), .s(LoadLeft), .out(mux1_output));
    multiplexer MUX2(.a(D), .b(mux1_output), .s(LoadN), .out(mux2_output));
    flip_flop FF(.clk(clk), .d(mux2_output), .reset(reset), .q(q));
endmodule
module flip_flop(clk, d, reset, q);
    input d, clk, reset;
    output reg q;
    always @(posedge clk)
    begin
        if(reset == 1'b1)
            q <= 0;
        else
            q <= d;
    end
endmodule
module multiplexer(a, b, s, out);
    input a, b, s;
    output reg out;
    always @(*)
    begin
        if(s == 1'b0)
            out <= a;
        else
            out <= b;
    end
endmodule
```

## ./run.sh

```bash
#!/bin/bash
# OpenROAD 26Q1-2900-gdf79404cd8, Yosys 0.63+post, stock flow scripts
make -C /OpenROAD-flow-scripts/flow DESIGN_CONFIG=/design/flow/config.mk WORK_HOME=/design/flow/orfs finish
```

==> flow_summary_export.csv <==
group,metric,value,unit
synthesis,yosysSeqAreaShare,0.356,
synthesis,ys.flops,8,
timing,fmax,0.941,GHz
synthesis,async_flop_share,0,
final_layout,fill_cells,392,
worst_setup_path,timing.rr.start,"C0.FF.q",
worst_setup_path,crit_chain,"clkdlybuf4s50_1 > buf_4 > nor2_1 > a221o_1",
worst_setup_path,worst_r2r_path_depth,2,
synthesis,common_cells,"buf_4 (9), dfxtp_1 (8), nor2_1 (8)",
timing,maxSlewHeadroom,0.898,
worst_hold_path,worstHoldEndpoint,"C7.FF.q",
worst_hold_path,hold_class,"in2reg",
routing,diodes,0,
timing,grt_setup_unrepaired,"false",
grt,antenna_found_initial,0,
clocking,cts_sinks,8,
clocking,clkTransAtPathRegs,0.06,ns
clocking,ctsLongestPathBuffers,2,
floorplan,die_y,80,um
routing,first_pass_iters,2,
timing,final-setup-viol-count,0,
grt,grtUsageTotal,0.0404,
power_and_ir_drop,internal-power,0.000553,W
synthesis,synthCells,46,
place,gp_congestion,0.762,
power_and_ir_drop,p_switching,0.000175,W
worst_hold_path,hp-start,"RotateRight",
synthesis,ys_chip_area,450,um^2
timing,period_used_share,0.966,
power_and_ir_drop,p_clk_frac,0.321,
routing,avgViaCountPerCell,3.28,
grt,gr-total-overflow,0,
worst_setup_path,crit_required,1.25,ns
power_and_ir_drop,seqPwrFrac,0.451,
timing,tightest_slew,0.149,ns
clocking,cts_buffers,3,
worst_setup_path,critPathTopFamily,"buffers and inverters",
worst_setup_path,cp.arrival,1.21,ns
final_layout,regArea,169,um^2
floorplan,chipArea,6400,um^2
timing,finClkSkew,0.00990,ns
floorplan,die_w,80,um
clocking,root_buffer,"clkbuf_4",
synthesis,syn_avg_cell_area,9.79,um^2
synthesis,top_cell,"buf_4",
synthesis,ys_types,11,
synthesis,ys_cells,46,
routing,drc_errors,0,
worst_setup_path,start_kind,"primary input",
floorplan,io_pins,21,
final_layout,syn_to_final_growth,57.8,%
worst_setup_path,cpMaxStageDelayCell,"clkdlybuf4s50_1",
routing,wl_per_cell,10.9,um
routing,dr_total_vias,367,
clocking,ctsHoldBuffers,0,
final_layout,logic_area,199,um^2
routing,wl,1230,um
power_and_ir_drop,power_density,1020,nW/um^2
worst_hold_path,hold_depth,3,
worst_setup_path,rr_endpoint,"C7.FF.q",
floorplan,rows,21,
timing,min_period,1.06,ns
worst_setup_path,crit_buf_inv,2,
worst_setup_path,critPathKind,"in2reg",
clocking,cts_tree,"done",
power_and_ir_drop,p_comb_frac,0.228,
floorplan,fp_util,0.132,
synthesis,edf_count,0,
power_and_ir_drop,power.leakage,0.327,nW
synthesis,flop_cell,"dfxtp_1",
grt,first_global_vias,384,
worst_setup_path,r2r_slack,0.07,ns
timing,finalMaxSlewViolations,0,
run_status,status,"complete, no violations",
worst_setup_path,path_max_fanout,8,
place,portBuffers,20,
synthesis,synth-warning-count,2,
final_layout,drive_above_1_share,0.318,
clocking,cts_max_level,1,
power_and_ir_drop,peakVddDrop,382,uV
grt,grt_max_degree,9,
routing,first_iter_violations,29,
worst_setup_path,worst_path_largest_cell_delay,0.50,ns
synthesis,yosys.area.top_type_share,0.356,
power_and_ir_drop,total_power,0.000728,W
job,cap_viol_max_count,0,
job,warnings,25,
place,hpwl,1020,um
routing,ant_nets,0,
worst_setup_path,end_kind,"register",
timing,setup_tns,0,ns
floorplan,core,3420,um^2
synthesis,top_area_cell,"dfxtp_1",
grt,grt_pass1_wl,1980,um
synthesis,synthesis.area,450,um^2
timing,final-hold-violation-count,0,
clocking,clk_latency,0.26,ns
synthesis,topCellsByArea,"dfxtp_1 (36%), mux2i_1 (16%), buf_4 (15%), a211oi_1 (12%), nor2_1 (6.7%)",
power_and_ir_drop,swShare,0.240,
## registers in the layout (all words and copies together), names as in the netlist
signal and cells:
C7.FF.q 1, C3.FF.q 1, C0.FF.q 1, C2.FF.q 1
C4.FF.q 1, C6.FF.q 1, C5.FF.q 1, C1.FF.q 1
## kinds of logic after synthesis
| logic type | after synthesis | share of synthesized area |
|---|---|---|
| muxes | 8 | 0.181 |
| buffers and inverters | 12 | 0.211 |
| AOI/OAI and AO/OA | 8 | 0.139 |
| and+or+nand+nor | 10 | 0.114 |
| DFF | 8 | 0.356 |
## worst register-to-register path: stages, from the launching register on
cell,delay (ns)
dfxtp_2,0.33
mux2_4,0.26
a221o_1,0.33
## final cells by class
| class | count | area share |
|---|---|---|
| clock buffer | 3 | 0.0317 |
| sequential | 8 | 0.238 |
| multi-input combinational | 26 | 0.280 |
| tap | 46 | 0.0810 |
| timing repair buffer | 29 | 0.370 |
## layer usage
| layer | wire length [um] | share of wire | track usage | up-vias |
|---|---|---|---|---|
| li1 | - | - | - | 199 |
| met1 | 537 | 0.44 | 0.0461 | 151 |
| met2 | 470 | 0.38 | 0.0546 | 17 |
| met3 | 217 | 0.18 | 0.0398 | 0 |
| met4 | 0 | 0 | 0.00352 | 0 |
| met5 | 0 | 0 | 0 | - |
## placed cells by master, fill, tap and decap left out, drive strengths merged
cell type,instances
and3b,1
clkbuf,3
nor2,8
buf,9
dlymetal6s2s,1
mux2,1
clkdlybuf4s50,10
dlygate4sd2,9
a221o,1
dfxtp,8
and4bb,1
mux2i,7
a211oi,7
## what timing repair did
action | 4_1_cts | 5_1_grt
setup endpoints to repair | 9 | 6
pin swaps | 1 | 0
gates resized | 17 | 2
setup buffers | 3 | 0
## stage by stage
step | instance area [um^2] | utilization | setup WS [ns] | instances | hold WS (ns)
detailed placement | 673 | 0.197 | -0.332 | 108 | 0.573
finish | 711 | 0.208 | 0.0369 | 112 | 0.434
floorplan | 450 | - | 0.130 | 46 | 0.358
CTS | 704 | 0.206 | 0.0112 | 112 | 0.480
global route | 711 | 0.208 | 0.00180 | 112 | 0.468
global placement | 673 | 0.197 | -0.328 | 108 | 0.567
## how the worst max path moves through the flow
stage          startpoint      end  cells past startpoint
CTS           RotateRight  C6.FF.q                      4
finish              reset  C7.FF.q                      4
global route      C5.FF.q     Q[5]                      1
## power groups by stage
stage	Combinational, W	Sequential (W)	Clock [W]
final	0.000166	0.000328	0.000234
after global routing	0.000184	0.000332	0.000250
after CTS	0.000168	0.000329	0.000234
Power figures rest on the tool's default switching activity, not on a simulated workload.
