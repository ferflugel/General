==> flow/design.v <==
module part1(Clock, Enable, Clear_b, CounterValue);
    input Clock, Enable, Clear_b;
    output [7:0] CounterValue;
    wire T7, T6, T5, T4, T3, T1, T0;
    assign T0 = Enable;
    assign T1 = CounterValue[0] & T0;
    assign T2 = CounterValue[1] & T1;
    assign T3 = CounterValue[2] & T2;
    assign T4 = CounterValue[3] & T3;
    assign T5 = CounterValue[4] & T4;
    assign T6 = CounterValue[5] & T5;
    assign T7 = CounterValue[6] & T6;
    tFlipFlop BIT0(.T(T0), .clk(Clock), .reset(Clear_b), .Q(CounterValue[0]));
    tFlipFlop BIT1(.T(T1), .clk(Clock), .reset(Clear_b), .Q(CounterValue[1]));
    tFlipFlop BIT2(.T(T2), .clk(Clock), .reset(Clear_b), .Q(CounterValue[2]));
    tFlipFlop BIT3(.T(T3), .clk(Clock), .reset(Clear_b), .Q(CounterValue[3]));
    tFlipFlop BIT4(.T(T4), .clk(Clock), .reset(Clear_b), .Q(CounterValue[4]));
    tFlipFlop BIT5(.T(T5), .clk(Clock), .reset(Clear_b), .Q(CounterValue[5]));
    tFlipFlop BIT6(.T(T6), .clk(Clock), .reset(Clear_b), .Q(CounterValue[6]));
    tFlipFlop BIT7(.T(T7), .clk(Clock), .reset(Clear_b), .Q(CounterValue[7]));
endmodule
module tFlipFlop(T, clk, reset, Q);
    input T, clk, reset;
    output reg Q;
    always @(posedge clk)
    begin
        Q <= (!reset) ? 0 : T^Q;  
    end
endmodule
==> flow/run.sh <==
#!/bin/bash
# OpenROAD 26Q1-2900-gdf79404cd8, Yosys 0.63+post, stock flow scripts
make -C /OpenROAD-flow-scripts/flow DESIGN_CONFIG=/design/flow/config.mk WORK_HOME=/design/flow/orfs finish
==> flow/config.mk <==
export PLATFORM = sky130hd
export DESIGN_NAME = part1
export DESIGN_NICKNAME = part1
export VERILOG_FILES = /design/flow/design.v
export SDC_FILE = /design/flow/constraint.sdc
export NUM_CORES = 4
export LEC_CHECK = 1
export CORE_AREA = 10 10 70 70
export DIE_AREA = 0 0 80 80
==> flow/constraint.sdc <==
current_design part1

set clk_period 1.9
set clk_io_pct 0.2

create_clock -name clk0 -period $clk_period [get_ports {Clock}]

set non_clock_inputs [all_inputs -no_clocks]
set_input_delay [expr $clk_period * $clk_io_pct] -clock clk0 $non_clock_inputs
set_output_delay [expr $clk_period * $clk_io_pct] -clock clk0 [all_outputs]
==> impl_metrics.toml <==
# yosys + openroad results
[synthesis]
yosysCellCount = 32
ys_seq_frac = 0.4369
netlist_area_sq_um = 366.6
syn-mean-instance-area_sq_um = 11.46
ys_ff = 8
synthCells = 32
synth_chip_area_sq_um = 366.6
synthDistinctLibCells = 5
ys_warn_count = 2

[final_timing]
finalMaxSlewViolations = 0
fin_skew_ns = 0.0008385
tightestPinTransition_ns = 0.2219
rsz0062_at_grt = "false"
slew_headroom = 0.8516
setup_viol = 0
hold_ws_ns = 0.5927
post-route-period-util = 0.9807
hold_viol = 0
min_period_ns = 1.863
fmaxAchievable_mhz = 536.7

[outcome]
status = "finished clean"

[routing]
vias = 207
detail-route-antenna-nets = 0
finalWirelength_um = 583
wl_per_cell_um = 7.024
diodes = 0
via_per_inst = 2.494
drc = 0
drt-initial-drc-count = 1
dr.pass1.iters = 2

[hold_path]
hold_end = "BIT7.Q$_SDFF_PN0_"
worstHoldStart = "BIT7.Q$_SDFF_PN0_"
min_path_cells = 2
min_path_type = "flop to flop"

[clock_network]
root_buffer = "clkbuf_4"
clk_latency_ns = 0.25
htree_levels = 1
cts_num_sinks = 8
cts_buffers = 3
hold_buffers = 0
clk_pin_slew_worst_paths_ns = 0.05
clockBufferDepth = 2
cts_tree = "built"
post_cts_buffers = 0

[pwr]
powerDensity_nw_per_um2 = 572.7
p_leak_nw = 0.2058
power_w = 0.0003225
vdd_drop_max_mv = 0.3159

[placement]
dp_hpwl_um = 524.6
port_buffers = 10
place_congestion = 0.6591

[layout]
drive_gt1_frac = 0.2703
logic_area_sq_um = 224.0
regArea_sq_um = 160.2
syn_to_final_growth_pct = 53.58
nFillCells = 388

[critical_path]
reg2reg_depth = 9
arrival_ns = 2.01
slowest_stage = "dlygate4sd2_1"
r2r_start = "BIT0.Q$_SDFF_PN0_"
r2r_setup_slack_ns = 0.08
crit_fanout = 1
max_stage_delay_ns = 0.23
cp-end-kind = "flop"
worstSetupPathType = "primary input to flop"
reg2reg_to = "BIT7.Q$_SDFF_PN0_"
worstPathRequired_ns = 2.04
cp-start-kind = "primary input"
crit_chain = "dlygate4sd2_1 -> ha_2 -> ha_4 -> ha_4 -> ha_4 -> ha_4 -> ha_4 -> ha_4 -> xor2_1 -> and2_1"
cp_common_cell = "ha_4"

[floorplan]
initial_core_util = 0.1073
core_area_sq_um = 3416
die-area_sq_um = 6400
die_h_um = 80
rows = 21
io-pin-count = 11
die-width_um = 80

[flow_run]
maxCapViolCount = 0
log.warning_count = 25

[global_routing]
grt_overflow = 0
grt_pass1_vias = 199
grt_max_degree = 9
antenna_found_initial = 0
grt_usage = 0.01997
grt_pass1_wl_um = 931
==> synthesized netlist by cell type (all sizes together) <==
| library cell | instances | area (sq um) |
|---|---|---|
| and2 | 8 | 50.05 |
| buf | 8 | 60.06 |
| dfxtp | 8 | 160.2 |
| ha | 7 | 87.58 |
| xor2 | 1 | 8.760 |
==> cell families (layout without fill, tap and decap cells) <==
logic type	Yosys count	after routing	share of synthesized area
flip-flops	8	8	0.4369
AND/OR/NAND/NOR	8	8	0.1365
buffers and inverters	8	13	0.1638
adder cells (fa/ha/maj)	7	7	0.2389
XOR/XNOR	1	1	0.02390
==> final cells by class <==
class                      instances  area share
sequential                         8      0.2844
multi-input combinational         16      0.3978
tap                               46      0.1022
timing repair buffer              10      0.1756
clock buffer                       3     0.04000
==> metal layers <==
metal  track usage  routed length [um]
met5             0                   0
met4             0                   0
met3       0.02500                 115
met2       0.02809                 228
met1       0.01942                 240
==> critical path: cells and delay by family <==
kind	cells	cell delay (ns)
adder cells (fa/ha/maj)	7	1.08
XOR/XNOR	1	0.15
AND/OR/NAND/NOR	1	0.15
buffers and inverters	1	0.23
==> where the power goes <==
| part | total [W] | internal [W] | switching (W) | leakage (nW) |
|---|---|---|---|---|
| Clock | 0.000125 | 0.0000719 | 0.0000528 | 0.0138 |
| Sequential | 0.000176 | 0.000173 | 0.00000374 | 0.0648 |
| Combinational | 0.0000214 | 0.0000152 | 0.00000619 | 0.127 |
==> metrics by stage <==
step	TNS (ns)	cell area, sq um	std cells	setup slack, ns	util
after detailed placement	-1.115	519.2	80	-0.4761	0.1520
final	0	563.0	83	0.03671	0.1648
after CTS	0	563.0	83	0.03756	0.1648
after floorplan	0	421.7	32	0.004784	-
after global routing	0	563.0	83	0.01523	0.1648
after global placement	-1.053	519.2	80	-0.4594	0.1520
==> what timing repair did <==
action	4_1_cts	5_1_grt
setup endpoints to repair	2	0
resized	4	0
endpoints found under the hold margin	0	0
==> flip-flops by register name, indices dropped and copies added, names as in the netlist <==
| name | count |
|---|---|
| BIT0.Q | 1 |
| BIT1.Q | 1 |
| BIT2.Q | 1 |
| BIT3.Q | 1 |
| BIT4.Q | 1 |
| BIT5.Q | 1 |
| BIT6.Q | 1 |
| BIT7.Q | 1 |
==> worst max path at each step <==
stage	startpoint	endpoint	slack (ns)	cells after the start
final	Enable	BIT7.Q$_SDFF_PN0_	0.04	10
after global routing	Enable	BIT7.Q$_SDFF_PN0_	0.02	10
after CTS	Enable	BIT7.Q$_SDFF_PN0_	0.04	10
==> cell usage in the layout, fill, tap and decap left out, drive strengths merged <==
cell type	instances
and2	8
clkbuf	3
clkdlybuf4s50	9
dfxtp	8
dlygate4sd2	1
ha	7
xor2	1
Power and IR drop assume default switching activity.
