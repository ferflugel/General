`/design/flow/config.mk`:
```
export PLATFORM = sky130hd
export DESIGN_NAME = part2
export DESIGN_NICKNAME = part2
export VERILOG_FILES = /design/flow/design.v
export SDC_FILE = /design/flow/constraint.sdc
export NUM_CORES = 4
export LEC_CHECK = 1
export CORE_AREA = 10 10 93 93
export DIE_AREA = 0 0 103 103
```
`/design/flow/constraint.sdc`:
```
current_design part2

set clk_period 1.0
set clk_io_pct 0.2

create_clock -name clk0 -period $clk_period [get_ports {Clock}]

set non_clock_inputs [all_inputs -no_clocks]
set_input_delay [expr $clk_period * $clk_io_pct] -clock clk0 $non_clock_inputs
set_output_delay [expr $clk_period * $clk_io_pct] -clock clk0 [all_outputs]
```
`/design/flow/design.v`:
```
module part2(Clock, Reset_b, Data, Function, ALUout);
    input Clock, Reset_b;
    input [3:0] Data;
    input [2:0] Function;
    output reg [7:0] ALUout;
    reg [7:0] ALU;               
    wire [3:0] A, B;
    assign A = Data;
    assign B = ALUout[3:0];
    wire [3:0] s1, c1;
    fourBitAdder adder(.a(A), .b(B), .c_in(0), .s(s1), .c_out(c1));
    always @(*)
    begin
        case (Function)
            0: ALU = {c1[3], s1};
            1: ALU = A+B;
            2: ALU = {{4{B[3]}} , B};
            3: ALU = |{A,B} ? 8'b00000001 : 8'b00000000;
            4: ALU = &{A,B} ? 8'b00000001 : 8'b00000000;
            5: ALU = B << A;
            6: ALU = A*B;
            7: ALU = ALU;
            default: ALU = 8'b00000000;
        endcase
    end
    always @(posedge Clock)
    begin
        if (Reset_b == 1'b0)
            ALUout <= 0;
        else
            ALUout <= ALU;
    end
endmodule
module fourBitAdder(a, b, c_in, s, c_out);
  input [3:0] a, b;
  input c_in;
  output [3:0] s, c_out;  
  FA U1(.A(a[0]), .B(b[0]), .C_in(c_in), .S(s[0]), .C_out(c_out[0]));
  FA U2(.A(a[1]), .B(b[1]), .C_in(c_out[0]), .S(s[1]), .C_out(c_out[1]));
  FA U3(.A(a[2]), .B(b[2]), .C_in(c_out[1]), .S(s[2]), .C_out(c_out[2]));
  FA U4(.A(a[3]), .B(b[3]), .C_in(c_out[2]), .S(s[3]), .C_out(c_out[3]));
endmodule
module FA(A, B, C_in, S, C_out);
  input A, B, C_in;
  output S;
  output reg C_out;
  wire w1;
  assign w1 = A ^ B;
  always @(*)
    begin
      if (w1)
        C_out = C_in;
      else
        C_out = B;
    end
  assign S = C_in ^ w1;
endmodule
```
`/design/flow/run.sh`:
```
#!/bin/bash
# OpenROAD 26Q1-2900-gdf79404cd8, Yosys 0.63+post, stock flow scripts
make -C /OpenROAD-flow-scripts/flow DESIGN_CONFIG=/design/flow/config.mk WORK_HOME=/design/flow/orfs finish
```
==> changes_impl.md <==
### Metrics

* Endpoints left unconstrained at 8
* CTS tree: yes
* Status: completed
* EDFF count, synth at 0
* # hold bufs at CTS at 0
* Worst Hold Class: primary input to flop
* CP max stage cell: dfxtp_2
* Top cell family by delay on the critical path: flip-flops
* Die x size at 103 um
* Num rows at 30
* Port Buffers at 16
* Count leader, synth: ha_1
* # DRC at 0
* Initial antenna violation count at 0
* Measured slew at the worst slew-check pin at 0.653 ns
* OpenROAD warnings at 26
* Grt ovf at 0
* H-Tree Depth at 1
* Area leader, netlist: ha_1
* Post-layout power at 1360 uW
* Tcrit/Tclk final at 0.960
* YS warnings at 3
* Clk root buf: clkbuf_8
* Vias per cell at 4.77
* Avg Cell Area, Syn at 8.35 um^2
* Busiest grt layer: met2
* Die ar. at 10,600 um^2
* Slew Limit Fails at 0
* Clock period minus final worst setup slack at 0.960 ns
* Post-DRT Antenna Nets at 0
* Max Fclk at 1040 MHz
* Worst path max stage delay at 0.30 ns
* Routed WL per cell at 13.4 um
* CTS Buffer Depth at 2
* Final hold slack at 0.702 ns
* Worst VDD drop at 274 uV
* Number of diodes at 0
* Initial Util at 0.222
* Met1 Use GR at 0.0992
* Cell Area, Placed at 1720 um^2
* GRT Util Overall at 0.0726
* Buf/Inv on CP at 1
* Critical Path RT at 0.80 ns
* Post-synth regs at 16
* Ports at 17
* Routed wire length at 3620 um
* # setup viols final at 0
* Number of buffers created by CTS at 3
* Grt met2 use at 0.123
* Final TNS setup at 0 ns
* HPWL after detailed placement at 2780 um
* Crit. End Element: output pin
* Synth-to-Final Area Change at 17.3%
* GPL Wtd Cong at 0.876
* Chip area in the Yosys report at 1500 um^2
* Pre-antenna DRT Iters at 5
* Synthesized instance count at 180
* Number of global-route vias before repair at 1,303
* Static Leak at 0.000792 uW
* Register pins left without a clock at 8
* Top-area cell type share of the netlist area at 0.142
* Fraction of registers with async set/reset at 0
* Clock slew seen by the registers of the worst setup and hold paths at 0.04 ns
* P per Cell Area at 770 nW/um^2
* Initial drt markers at 83
* Final hold vios at 0
* Post-synth top cells: ha_1 (17), and2_1 (14), inv_1 (10), nand2_1 (10), nor2_1 (9)
* Core ar. at 6760 um^2
* Via count at 1,289
* CP arrival at 0.76 ns
* Design area at 1760 um^2
* Slew margin rel. at 0.563
* Syn Std Cell Area at 1500 um^2
* Worst Setup Path Type: flop to output pin
* Top cells by area: ha_1 (14%), dfxtp_1 (11%), dlxtp_1 (8.0%), fa_1 (6.7%), and2_1 (5.8%)
* Crit path launch type: flop
* RSZ-0062 raised after global routing: false
* Layout cells sized above 1 at 0.100
* # Cells Yosys at 180
* Die H at 103 um
* Largest net degree at the start of global routing at 20
* Met3 GRT Util at 0.00677
* MaxCap Viol Count at 0
* Top_reg_cell synth: dlxtp_1
* # fillers at 728
* First-pass GRT wire length at 6270 um
* Crit-path cells: dlygate4sd2_1
* Number of library cell types mapped by synthesis at 49
* CP max FO at 1
registers in the layout (all words and copies together), names as in the netlist:
name,flops
ALU,8
ALUout,8
report_power, final:
part           switching (uW)  internal [uW]
sequential               13.8            383
clock                     111            259
combinational             316            273
total                     441            916
final cells by class:
| type | count | area (um^2) | share of cell area |
|---|---|---|---|
| Sequential cell | 16 | 288 | 0.163 |
| Inverter | 12 | 45.0 | 0.0256 |
| Timing Repair Buffer | 21 | 189 | 0.107 |
| Clock buffer | 3 | 41.3 | 0.0234 |
| Multi-Input combinational cell | 138 | 1100 | 0.624 |
| Tap cell | 80 | 100 | 0.0568 |
layout by cell type (no fill, tap or decap), drive strengths merged, types with 3 or more instances in the layout:
master          n
nand3           4
dlygate4sd2     7
inv            12
nor3            3
mux2i           8
dfxtp           8
and2           14
a21oi           6
o211ai          4
clkbuf          3
o21ai           9
nand3b          3
xor2            3
nor3b           5
nand2b          5
fa              5
xnor2           4
nor2            9
buf             5
nand2          10
ha             17
dlxtp           8
clkdlybuf4s50   8
kinds of logic (layout without fill, tap and decap cells):
kind of cell / Yosys count / in the layout / synth area share
flip-flops: 8 / 8 / 0.107
multiplexers: 9 / 9 / 0.0608
adder cells (fa/ha/maj): 22 / 22 / 0.208
buffers and inverters: 26 / 36 / 0.0816
AND-OR/OR-AND: 37 / 37 / 0.172
AND/OR/NAND/NOR: 63 / 63 / 0.250
XOR/XNOR: 7 / 7 / 0.0408
latches: 8 / 8 / 0.0799
through the flow:
stage | setup WS (ns) | util | instances
finish | 0.0400 | 0.261 | 270
global route | 0.0109 | 0.261 | 270
CTS | 0.0243 | 0.261 | 270
detailed placement | -0.0396 | 0.254 | 266
global placement | -0.0601 | 0.254 | 266
floorplan | 0.247 | - | 180
metal layers:
layer  routed length (um)  share of wire  vias up
met4                   42          0.012        0
met1                 1730           0.48      604
li1                     -              -      656
met3                  163          0.045        4
met5                    0              0        -
met2                 1680           0.47       25
timing repair:
| item | CTS | global route |
|---|---|---|
| setup endpoints to repair | 8 | 0 |
| gates resized | 15 | 0 |
| setup buffers | 1 | 0 |
path summary, 6_finish.rpt:
| check | start | endpoint | slack [ns] | cells after the start |
|---|---|---|---|---|
| min | Reset_b | ALUout[3] | 0.70 | 2 |
| max | ALUout[6] | ALUout[6] | 0.04 | 1 |
No activity file was given, so power comes from the tool's default toggle rates.
